$ cat /design/flow/run.sh
#!/bin/bash
# OpenROAD 26Q1-2900-gdf79404cd8, Yosys 0.63+post, stock flow scripts
make -C /OpenROAD-flow-scripts/flow DESIGN_CONFIG=/design/flow/config.mk WORK_HOME=/design/flow/orfs finish
$ cat /design/flow/config.mk
export PLATFORM = sky130hd
export DESIGN_NAME = CPU
export DESIGN_NICKNAME = CPU
export VERILOG_FILES = /design/flow/design.v
export SDC_FILE = /design/flow/constraint.sdc
export NUM_CORES = 4
export LEC_CHECK = 1
export CORE_AREA = 10 10 88 88
export DIE_AREA = 0 0 98 98
$ cat /design/flow/constraint.sdc
current_design CPU

set clk_period 3.2
set clk_io_pct 0.2

create_clock -name clk0 -period $clk_period [get_ports {CLOCK_50}]

set non_clock_inputs [all_inputs -no_clocks]
set_input_delay [expr $clk_period * $clk_io_pct] -clock clk0 $non_clock_inputs
set_output_delay [expr $clk_period * $clk_io_pct] -clock clk0 [all_outputs]
$ cat /design/flow/design.v
module ALU(
	input [3:0]IN_A,
	input [3:0]IN_B,
	output [3:0]OUT,
	output C
);
	wire [4:0]SUM;
	assign SUM = IN_A + IN_B;
	assign OUT = SUM[3:0];
	assign C = SUM[4];
endmodule
module CPU(
	input [9:0]SW,
	output [9:0]LEDR,
	input CLOCK_50,
	input [1:0]KEY
);
	wire [3:0]REG_A,REG_B,OUTPUT;
	wire [3:0]LD;
	wire [1:0]SELECT;
	wire [3:0]MUX_OUT;
	wire [3:0]ALU_OUT;
	wire [3:0]ROM_ADDR;
	wire [7:0]ROM_DATA;
	wire ALU_OUT_C,C;
	wire [3:0]INPUT;
	wire [3:0]DEF;
	assign DEF = 4'b0000;
	Register_4bit RegA (CLOCK_50,ALU_OUT,LD[0],~KEY[0],REG_A);
	Register_4bit RegB (CLOCK_50,ALU_OUT,LD[1],~KEY[0],REG_B);
	Register_4bit OutputReg (CLOCK_50,ALU_OUT,LD[2],~KEY[0],OUTPUT);
	Counter_4bit Counter (CLOCK_50,ALU_OUT,LD[3],~KEY[0],ROM_ADDR);
	MUX_4IN_1OUT Mux (REG_A,REG_B,SW[3:0],DEF,SELECT,MUX_OUT);
	ALU Alu (MUX_OUT,ROM_DATA[3:0],ALU_OUT,ALU_OUT_C);
	DFF_1bit Dff (CLOCK_50,ALU_OUT,~KEY[0],C);
	ROM Rom (ROM_ADDR,ROM_DATA);
	Decoder Decoder (ROM_DATA[7:4],C,SELECT,LD);
	assign LEDR[9:6] = OUTPUT[3:0];
	assign LEDR[3:0] = SW[3:0];
	assign LEDR[5:4] = ~KEY[1:0];
endmodule
module Counter_4bit(
	input CLK,
	input [3:0]IN,
	input LD,
	input RESET,
	output [3:0]OUT
);
	reg [3:0]Q;
	always @ (posedge CLK) begin
		if (RESET) begin
			Q <= 4'b0000;
		end else begin
			if (LD) begin
				Q <= IN;
			end else begin
				Q <= Q + 4'b0001;
			end
		end
	end
	assign OUT = Q;
endmodule
module DFF_1bit(
	input CLK,
	input IN,
	input RESET,
	output OUT
);
	reg Q;
	always @ (posedge CLK) begin
		if (RESET) begin
			Q <= 1'b0;
		end else begin
			Q <= IN;
		end
	end
	assign OUT = Q;
endmodule
module Decoder(
	input [3:0]IN,
	input C,
	output [1:0]SELECT,
	output [3:0]LD
);
	assign SELECT[1] = IN[1];
	assign SELECT[0] = IN[0] | IN[3];
	assign LD[0] = IN[2] | IN[3];
	assign LD[1] = ~IN[2] | IN[3];
	assign LD[2] = ~(~IN[2] & IN[3]);
	assign LD[3] = (IN[0] | ~C) & IN[2] & IN[3];
endmodule
module MUX_4IN_1OUT(
	input [3:0]IN_A,
	input [3:0]IN_B,
	input [3:0]IN_C,
	input [3:0]IN_D,
	input [1:0]SELECT,
	output [3:0]OUT
);
	reg [3:0]Q;
	always @ (IN_A or IN_B or IN_C or IN_D or SELECT) begin
		case(SELECT[1:0])
			2'b00:Q <= IN_A;
			2'b01:Q <= IN_B;
			2'b10:Q <= IN_C;
			2'b11:Q <= IN_D;
		endcase
	end
	assign OUT = Q;
endmodule
module ROM(
	input [3:0]ADDR,
	output [7:0]DATA
);
	reg [7:0]Q;
	always @ (ADDR) begin
		case(ADDR)
			4'b0000: Q <= 8'b10110111; 
			4'b0001: Q <= 8'b00000001; 
			4'b0010: Q <= 8'b11100001; 
			4'b0011: Q <= 8'b00000001; 
			4'b0100: Q <= 8'b11100011; 
			4'b0101: Q <= 8'b10110110; 
			4'b0110: Q <= 8'b00000001;
			4'b0111: Q <= 8'b11100110;
			4'b1000: Q <= 8'b00000001;
			4'b1001: Q <= 8'b11101000;
			4'b1010: Q <= 8'b10110000;
			4'b1011: Q <= 8'b10110100;
			4'b1100: Q <= 8'b00000001;
			4'b1101: Q <= 8'b11101010;
			4'b1110: Q <= 8'b10111000;
			4'b1111: Q <= 8'b11110000;
		endcase
	end
	assign DATA = Q;
endmodule
module Register_4bit(
	input CLK,
	input [3:0]D,
	input LD,
	input RESET,
	output [3:0]OUT
);
	reg [3:0]Q;
	always @ (posedge CLK) begin
		if(RESET) begin
			Q <= 4'b0000;
		end else begin
			if(~LD) begin
				Q <= D;
			end
		end
	end
	assign OUT = Q;
endmodule
==> deck_impl_summary.md <==
Run Summary

Status
  • Run status: finished, final reports clean

Critical path
  • Worst setup path class: reg -> reg
  • CP startpoint kind: flop
  • Slack of the worst reg-to-reg path: 0.44 ns
  • Crit path required time: ~3.4 ns
  • Data arrival at the endpoint of the critical path: 2.95 ns
  • Setup crit end kind: flop
  • Peak fanout along the critical path: 6

Layout
  • Synth-to-Final Area Change: 14.87%
  • Most frequent logic cells in the routed design: dfxtp_1, mux2i_1, nor2_1
  • Top logic cell by instance count in the layout: dfxtp_1
  • Final instance area: roughly 1500 um^2
  • Fraction of layout cells with a size suffix above 1: 0.1192
  • Filler instances: a little over 600
  • Post-Layout Cell Count: 226

GRT
  • Wire length of the first global-routing pass: 4133 um
  • Antenna violations before repair: 0
  • Vias in the first global route: 919
  • Total grt overflow: 0
  • Pin count of the biggest net entering global routing: 14
  • GRT Resource Usage Total: 0.04985

Timing
  • Finish-stage setup viols: 0
  • Total count of max-transition violations in the final report: 0
  • Worst rel slew slack: 0.6525
  • Final worst path period share: 0.8624
  • Aggregate negative setup slack: 0 ns
  • Setup skew after layout: 0.008046 ns
  • RSZ-0062 raised after global routing: false
  • Setup slack after layout: 0.4402 ns
  • Fmax achieved: 362.3 MHz
  • Final Hold Fails: 0
  • Tmin final: 2.760 ns
  • Transition time of the tightest slew-check pin: 0.5203 ns

Synthesis
  • Number of library cell types mapped by synthesis: 33
  • Post-Syn Area: 1346 um^2
  • Area of the synthesized netlist per yosys stat: 1346 um^2
  • Number of instances in the synthesized netlist: around 150
  • Flop and latch count out of synthesis: 24
  • Number of cells in Yosys stat: 145
  • Proportion of synthesized chip area in sequential cells: 0.3569
  • Number of warnings reported in the yosys synthesis log: 6
  • Average cell area after synthesis: 9.285 um^2

Placement
  • Worst Setup Slack post-DPL: between 0.4 and 0.5 ns
  • Number of placed cells counting well taps: between 200 and 250
  • Final estimated routing congestion in global placement: ~0.83
  • Placed Instance Area: 1491 um^2
  • Port Buffer Count: 8
  • Detailed-placement wirelength estimate: between 1500 and 2000 um

Pwr
  • Leakage Power: approximately 0.66 nW
  • Comb power frac: 0.440
  • Power spent charging and discharging nets: 0.0004554 W
  • Portion of total power attributed to the clock network: 0.161
  • Sequential power share: 0.399
  • Total power divided by cell area: ~800 nW/um^2
  • Total internal power: about 0.00077 W
  • Switching power as a share of total power: 0.3702
  • Maximum resistive drop on vdd: 0.3746 mV

Clock network
  • Clk sink count: 24
  • Count of hold-fix buffers inserted at cts: 0
  • Source-to-sink clock delay at the later pin of the worst-skew pair: between 0.2 and 0.3 ns
  • Cell at the root of the clock tree: clkbuf_8
  • Post-CTS Setup Bufs: 0
  • PostCTS Resize Cnt: 0
  • Clock transition at path regs: 0.08 ns
  • Max H-tree Level: 1
  • Number of buffers created by CTS: 3
  • TritonCTS clock tree: yes
  • Buffer depth of the longest clock path: 2

Die
  • Core outline area: 5921 um^2
  • Placement Rows: 28
  • Chip Height: 98 um
  • I/O pin count: 23
  • Die Outline Area: a little under 10000 um^2
  • Initial cell density of the core: 0.2274
  • Die X-Extent: between 90 and 100 um

Detailed routing
  • Antenna diode count: 0
  • Total DRC errors in the routed layout: 0
  • Initial DRT Pass Iterations: 3
  • Routed length per instance: 10.65 um
  • Via count of the routed design: 914
  • Wire length after detailed routing: 2406 um
  • Vias/cell: approximately 4.0
  • Violation count after the first detailed-routing iteration: 34
  • Post-detailed-route count of antenna-violating nets: 0

Job
  • Max-cap viol count: 0
  • OpenROAD warnings: 37

Worst hold path
  • Min-Delay Path Class: reg -> reg
per-stage QoR:
step                      total power (W)  hold WS, ns  utilization
after global placement           0.001042       0.4636       0.2519
after floorplan                 0.0008811       0.4365            -
after detailed placement         0.001042       0.4749       0.2519
after global routing             0.001344       0.5379       0.2612
after CTS                        0.001242       0.4892       0.2612
final                            0.001230       0.4904       0.2612
cell families after synthesis:
group / Yosys count / share of synthesized area
and+or+nand+nor: 35 / 0.1283
DFF: 24 / 0.3569
xor gates and xnor gates: 5 / 0.03253
adders and majority gates: 12 / 0.1171
buffers and inverters: 25 / 0.09015
AOI/OAI and AO/OA: 29 / 0.1636
muxes: 15 / 0.1115
power by group through the flow:
stage / clock network [W] / registers, W / logic [W]
5_1_grt: 0.000217 / 0.000510 / 0.000617
4_1_cts: 0.000203 / 0.000492 / 0.000546
6_report: 0.000198 / 0.000490 / 0.000541
final timing paths:
check	start	end	cells after the start
max reg2reg	ROM_DATA[4]$_DFF_P_	ROM_DATA[6]$_DFF_P_	11
min	RegA.Q[2]$_SDFFE_PN0N_	RegA.Q[2]$_SDFFE_PN0N_	2
max	ROM_DATA[4]$_DFF_P_	ROM_DATA[6]$_DFF_P_	11
min reg2reg	RegA.Q[2]$_SDFFE_PN0N_	RegA.Q[2]$_SDFFE_PN0N_	2
state kept, by name, summed over array words and instances (netlist names):
signal	count
Counter.Q	4
ROM_DATA	7
RegA.Q	4
RegB.Q	4
Dff.Q	1
OutputReg.Q	4
critical path, stage by stage (launching register included):
cell and delay [ns]:
dfxtp_1 0.53, mux2i_1 0.23, nor2_1 0.08, ha_1 0.20, inv_1 0.06, fa_1 0.50, o21ai_0 0.20, nand2_1 0.11
ha_1 0.30, inv_1 0.04, or3_1 0.37, o211ai_2 0.07
cells in the mapped netlist:
library cell  count  area share
buf_4             4       0.022
nor3_2            1      0.0074
nor4b_1           1      0.0065
or2b_4            1      0.0084
a31oi_2           1      0.0093
o211ai_2          2       0.019
dfxtp_1          24        0.36
o21ai_1           1      0.0037
a211oi_1          3       0.017
inv_4             1      0.0046
nor2b_1           2      0.0093
mux2i_1          15        0.11
fa_1              1       0.015
a2111oi_2         1       0.011
inv_1            13       0.036
nand2b_1          1      0.0046
o21ai_0           9       0.033
a221oi_4          1       0.020
ha_1             11        0.10
xnor2_1           5       0.033
clkbuf_1          4       0.011
buf_2             2      0.0074
nor2b_2           1      0.0065
nor2_1           14       0.039
nand3_1           4       0.015
nand2_1           8       0.022
o211ai_1          2       0.011
and2_1            1      0.0046
a21oi_1           6       0.022
buf_6             1      0.0084
o21a_1            2       0.011
or3_1             1      0.0046
a311oi_1          1      0.0065
area by class of cell:
cell class | instances | area, um^2 | share of cell area
clock buffer | 4 | 55.05 | 0.03560
tap | 75 | 93.84 | 0.06068
inverter | 14 | 55.05 | 0.03560
timing repair buffer | 13 | 117.6 | 0.07605
multi-input combinational | 96 | 744.5 | 0.4814
sequential | 24 | 480.5 | 0.3107
per-layer routing:
metal / routed length, um / vias to the layer above / part of all wire / track usage
met3: 117 / 0 / 0.049 / 0.02134
met4: 0 / 0 / 0 / 0.004474
li1: - / 497 / - / -
met5: 0 / - / 0 / 0
met1: 1281 / 409 / 0.53 / 0.06649
met2: 1007 / 8 / 0.42 / 0.07614
Power figures rest on the tool's default switching activity, not on a simulated workload.
